`flow/design.v`:
```
module Counter(
    input wire clk,
    input wire reset,
    output reg [3:0] count
);
always @(posedge clk) begin
    if (reset)
        count <= 4'b0000;  
    else
        count <= count + 1;
end
endmodule
```
`flow/constraint.sdc`:
```
current_design Counter

set clk_period 1.5
set clk_io_pct 0.2

create_clock -name clk0 -period $clk_period [get_ports {clk}]

set non_clock_inputs [all_inputs -no_clocks]
set_input_delay [expr $clk_period * $clk_io_pct] -clock clk0 $non_clock_inputs
set_output_delay [expr $clk_period * $clk_io_pct] -clock clk0 [all_outputs]
```
`flow/config.mk`:
```
export PLATFORM = sky130hd
export DESIGN_NAME = Counter
export DESIGN_NICKNAME = Counter
export VERILOG_FILES = /design/flow/design.v
export SDC_FILE = /design/flow/constraint.sdc
export NUM_CORES = 4
export LEC_CHECK = 1
export CORE_AREA = 10 10 70 70
export DIE_AREA = 0 0 80 80
```
`flow/run.sh`:
```
#!/bin/bash
# OpenROAD 26Q1-2900-gdf79404cd8, Yosys 0.63+post, stock flow scripts
make -C /OpenROAD-flow-scripts/flow DESIGN_CONFIG=/design/flow/config.mk WORK_HOME=/design/flow/orfs finish
```
==> Changelog: implementation <==
## Implementation

* DR WL/cell at 5.49 um
* Placed insts at 64
* Critical path fanouts, max at 3
* Pin count of the biggest net entering global routing at 6
* R2r setup slk at 620 ps
* Cell Type Count at 7
* Crit-path max cell delay at ~500 ps
* Setup CP Type: flop to output pin
* Hold EP: count[0]
* Reg2reg path depth at 2
* FP Util at 4.25%
* Most used logic cell in the final layout: clkdlybuf4s50_1
* Detailed Routing Iterations Pass 1 at 2
* Grt met2 use at 0.963%
* M3 GR Usage at 3.30%
* Via Count at 120
* Crit path cell chain: clkdlybuf4s50_1
* Initial antenna violation count at 0
* # setup viols final at 0
* Crit path DAT at 1080 ps
* Routed Antenna Nets at 0
* Post-Syn Area at 145 um^2
* All-Layer GR Usage at 1.34%
* Final TNS setup at 0 ps
* Clock power frac at 47.2%
* Post-synth seq share at between 50% and 60%
* Flop pwr share at 43.3%
* Yosys cell count at 13
* Period utilization at 91.9%
* Post-synth regs at 4
* Chip Height at 80 um
* Largest vdd supply drop at 0.112 mV
* Utilization after layout at between 8 and 9%
* Net Sw Frac at 19.8%
* Worst setup EP type: output pin
* Overall power at 0.277 mW
* Tightest Pin Transition at 173 ps
* Rows at 21
* Lkg Pwr at about 0.096 nW
* RR Endpoint: count[3]
* Setup crit start kind: flop
* Hold Crit Depth at 1
* Slew HR at approximately 90%
* Avg Cell Area, Syn at between 10 and 15 um^2
* Max-capacitance violation count at 0
* RSZ-0062 raised after global routing: no
* Fillers at 401
* First-pass GRT wire length at 545 um
* Layout area overhead at 91.4%
* DRT Wirelength at roughly 370 um
* Combinational share of power at 9.5%
* First DRT Iteration DRCs at 1
* WP data required at 1200 ps
* Psw at between 0.05 and 0.06 mW
* Status: complete, no violations
* Max reg flops at 4
* Biggest register: count
* Vias per cell at 1.76
* Clock Path Buffers at 2
* I/O pins at 6
* GRT Max-Usage Layer: met3
* Clock root cell: clkbuf_4
* Vias in the first global route at approximately 120
* GR met1 Demand/Resource at 0.997%
* Die W at 80 um
* # DRC at 0
* Post-CTS Resized at 0
* Clock sink count at 4
* Most frequent logic cells in the routed design: 5 x clkdlybuf4s50_1, 4 x dfxtp_1, 3 x nor2_1, 3 x clkbuf_4, 2 x nor2b_1
* Delay-heaviest family, CP: buffers and inverters
* Internal power at 0.222 mW
* CTS clk-pin slew, worst paths at 30 ps
* Routability Congestion at 0.646
* F_max at between 700 and 800 MHz
* Late-Pin Clk Latency at 230 ps
* Num CTS Buffers at 3
* Clk_skew at 5.40 ps
* Slowest cell on crit path: clkdlybuf4s50_1
* Worst Path Buf+Inv at 1
* CTS tree: done
* Area of the die at roughly 6400 um^2
* Hold Buf Count CTS at 0
* Yosys chip area at 145 um^2
* Crit path time final at 1380 ps
* Congestion Overflow GR at 0
* Share of cells above drive strength 1 at 19.0%
* Core area at 3420 um^2
* Synthesized netlist cell count at 13
* FF-to-FF Start: count[0]
* PortBufs at 5
* Slew Limit Fails at 0
* Top Registers: count: 4 flops
* YS warnings at 1
* Non-Filler Instances at 68
* Endpoints failing hold at 0
* OpenROAD warning count at 25
* H-tree levels at 1
* Worst min path class: flop to flop
* Hold Startpoint: count[0]
* Power Dens Cells at 998 nW/um^2
* # Post-CTS Setup Buffers at 0
## Yosys cell counts, drive strengths merged
library cell | count | share of area (%)
dfxtp | 4 | 55
nor2 | 3 | 7.8
nor2b | 2 | 8.6
ha | 1 | 8.6
mux2 | 1 | 10
nand3 | 1 | 3.4
xnor2 | 1 | 6.0
## power by group through the flow
stage,clock network (mW),logic (mW),registers [mW]
CTS,0.139,0.0275,0.120
finish,0.131,0.0264,0.120
global route,0.147,0.0303,0.121
## how the worst max path moves through the flow
stage,start,end,slack [ps],cells after the start
after CTS,count[1],count[1],80,1
after global routing,count[1],count[1],40,1
final,count[1],count[1],120,1
## stage by stage
stage / area [um^2] / setup slack, ps / hold WS, ps
after global placement: 253 / 227 / 441
after global routing: 275 / 42.4 / 485
final: 278 / 122 / 463
after detailed placement: 253 / 220 / 459
after floorplan: 145 / 680 / 367
after CTS: 275 / 82.9 / 467
## cell type report
| type | count | area, um^2 | share of cell area, % |
|---|---|---|---|
| Antenna cell | 1 | 2.50 | 0.901 |
| Clock buffer | 3 | 22.5 | 8.11 |
| Multi-Input combinational cell | 9 | 65.1 | 23.4 |
| Sequential cell | 4 | 80.1 | 28.8 |
| Tap cell | 46 | 57.6 | 20.7 |
| Timing Repair Buffer | 5 | 50.0 | 18.0 |
## kinds of logic (layout without fill, tap and decap cells)
kind of cell               after synthesis  after routing  synth area share, %
muxes                                    1              1                 10.3
other                                    0              1                    0
adders and majority gates                1              1                 8.62
buffers and inverters                    0              8                    0
and+or+nand+nor                          6              6                 19.8
DFF                                      4              4                 55.2
xor gates and xnor gates                 1              1                 6.04
## per-layer routing
layer / wire [um] / up-vias
li1: - / 62
met1: 151 / 50
met2: 87 / 8
met3: 134 / 0
met4: 0 / 0
met5: 0 / -
Power and IR drop assume default switching activity.
