**flow/run.sh**
```bash
#!/bin/bash
# OpenROAD 26Q1-2900-gdf79404cd8, Yosys 0.63+post, stock flow scripts
make -C /OpenROAD-flow-scripts/flow DESIGN_CONFIG=/design/flow/config.mk WORK_HOME=/design/flow/orfs finish
```
**flow/config.mk**
```make
export PLATFORM = sky130hd
export DESIGN_NAME = uart_tx
export DESIGN_NICKNAME = uart_tx
export VERILOG_FILES = /design/flow/design.v
export SDC_FILE = /design/flow/constraint.sdc
export NUM_CORES = 4
export LEC_CHECK = 1
export CORE_AREA = 10 10 105 105
export DIE_AREA = 0 0 115 115
```
**flow/constraint.sdc**
```tcl
current_design uart_tx

set clk_period 3.8
set clk_io_pct 0.2

create_clock -name clk0 -period $clk_period [get_ports {clk}]

set non_clock_inputs [all_inputs -no_clocks]
set_input_delay [expr $clk_period * $clk_io_pct] -clock clk0 $non_clock_inputs
set_output_delay [expr $clk_period * $clk_io_pct] -clock clk0 [all_outputs]
```
**flow/design.v**
```verilog
module uart_tx #(
  parameter clk_freq = 50000000,  
  parameter baud_rate = 9600  
)(
  input wire clk,
  input wire rst,  
  input wire tx_start,
  input wire [7:0] tx_data,
  output reg tx,
  output reg tx_busy
);
  localparam clks_per_bit = clk_freq / baud_rate;
  typedef enum logic [2:0] {
    idle,
    start_bit,
    data_bits,
    stop_bit,
    cleanup
  } state_t;
  state_t state = idle;  
  reg [15:0] clk_count = 0;  
  reg [2:0] bit_index = 0;  
  reg [7:0] data_reg = 0;  
  always @(posedge clk or posedge rst) begin
    if (rst) begin
      state <= idle;
      clk_count <= 0;
      bit_index <= 0;
      tx <= 1'b1;  
      tx_busy <= 0;
    end else begin
      case (state)
        idle: begin
          tx <= 1'b1;  
          clk_count <= 0;
          bit_index <= 0;
          tx_busy <= 0;
          if (tx_start) begin
            tx_busy <= 1;
            data_reg <= tx_data;
            state <= start_bit;
          end
        end
        start_bit: begin
          tx <= 1'b0;  
          if (clk_count < clks_per_bit - 1) begin
            clk_count <= clk_count + 1;
          end else begin
            clk_count <= 0;
            state <= data_bits;
          end
        end
        data_bits: begin
          tx <= data_reg[bit_index];  
          if (clk_count < clks_per_bit - 1) begin
            clk_count <= clk_count + 1;
          end else begin
            clk_count <= 0;
            if (bit_index < 7) begin
              bit_index <= bit_index + 1;
            end else begin
              bit_index <= 0;
              state <= stop_bit;
            end
          end
        end
        stop_bit: begin
          tx <= 1'b1;  
          if (clk_count < clks_per_bit - 1) begin
            clk_count <= clk_count + 1;
          end else begin
            clk_count <= 0;
            state <= cleanup;
          end
        end
        cleanup: begin
          tx_busy <= 0;
          state <= idle;
        end
        default: begin
          state <= idle;
        end
      endcase
    end
  end
endmodule
```
==> run summary <==
Synthesis and PnR results.

- After layout, the setup clock skew is reported as 0.00542 ns.
- The accumulated negative setup slack is 0 ns.
- The worst endpoint required time is 3.98 ns.
- Post-CTS timing repair inserted 0 buffers for setup.
- The transition time at the pin with the least slew margin reads 0.590 ns.
- The count of library flops with an enable pin is 8.
- The I/O pin total reads 13.
- The number of vias per cell after detailed routing is 4.29.
- In the finished design, the share of the clock period the worst path needs comes to 0.591.
- The fraction of the yosys area taken by sequential cells reads 0.510.
- The number of warnings in the stage logs is 25.
- The total congestion overflow after global routing is 0.
- The clock period could shrink to 2.24 ns.
- The synthesized-area fraction occupied by adder cells is 0.0152.
- Setup repair after global routing left no endpoint under its margin.
- The critical path in this run is classified as reg2reg.
- The mux cell area share after synthesis reads 0.0455.
- The final wirelength reads 3120 µm.
- The die span in x is 115 µm.
- The startpoint class of the critical path is a register.
- The H-tree was split into 2 levels.
- The number of buffers created by CTS is 5.
- The number of register bits inferred by synthesis is 32.
- The most used flip-flop cell after synthesis is sky130_fd_sc_hd__dfrtp_1.
- The compound-gate portion of the synthesized area reads 0.152.
- The min-delay analysis places its worst path in the category reg2reg.
- The number of global-route vias before repair is 1152.
- The half-perimeter wire length after placement is 2130 µm.
- The highest attainable clock frequency is 446 MHz.
- The fraction of the core area occupied by cells at floorplan is 0.188.
- The count of routing violations after the opening detailed-route iteration reads 89.
- The xor/xnor cell area share of the yosys netlist reads 0.
- The flow measured a signed area growth from synthesis to layout of 19.6%.
- The die footprint is 0.0132 mm².
- The share of final-layout standard cells stronger than drive strength 1 is 0.127.
- The total area inside the core boundary comes to 0.00876 mm².
- The register clock-pin slew on the reported worst setup and hold paths is 0.07 ns.
- The clock network latency to the later pin of the worst-skew pair reads 0.28 ns.
- The total number of vias is 1205.
- The clock tree from TritonCTS is built.
- In the Yosys stats the netlist draws on 45 distinct library cells.
- The worst setup path startpoint reads clk_count[12].
- The row count reads 34.
- The max-cap violation count is 0.
- The master cell of the clock root buffer reads sky130_fd_sc_hd__clkbuf_8.
- The number of detailed-route iterations in the first pass is 4.
- The flow ran to the end, and the final reports show no timing, DRC or antenna violations.
- The initial antenna violation count came to 0.
- The final number of hold-violating endpoints is 0.
- The final antenna diode count is 0.
- After synthesis, the largest family of logic cells by area is simple AND/OR/NAND/NOR gates.
- The filler-free cell count of the finished design is 281.
- The register with the most flip-flops in the layout has 16 of them.
- The clock sink count is 32.
- Buffers inserted to repair hold after CTS numbered 0.
- The largest vdd supply drop is 0.000210 V.
- The critical path arrival is 2.42 ns.
- The synthesized netlist cell count reads 161.
- The maximum number of pins on one net before global-route repair is 28.
- The type of element capturing the critical path reads a register.
- The start of the worst register-to-register path is clk_count[12].
- The weighted congestion reported at the end of routability-driven placement reads 0.848.
- The detailed placer reported the number of placed instances as 273.
- The yosys synthesis chip area reads 0.00165 mm².
- The clock passes through at most 2 buffers.
- The final setup violation count reads 0.
- The number of antenna-violating nets in the routed design reads 0.
- The Yosys warning count is 1.
- The average instance area after synthesis is 10.3 µm².
- From bottom edge to top edge, the die measures 115 µm.
- The most critical setup path has its endpoint at clk_count[5].
- The basic-gate share of the synthesized area counting and, or, nand and nor cells is 0.229.
- The setup slack on the worst flop-to-flop path is 1.56 ns.
- Post-CTS repair changed the size of 0 cells.
- The capture instance of the worst register-to-register path is clk_count[5].
- The global-route wire length before repair is 5640 µm.
- The count of port buffers added during placement reads 12.
- The standby leakage power reads 0.751 nW.
- The cell count listed in synth_stat.txt reads 161.
- The number of cells on the worst reg-to-reg path is 5.
- After layout, the design draws a total of 0.688 mW.
- The largest driver fanout on the critical path reads 24.
- The power per cell area reads 349 mW/mm².
- Summed over all routing layers, the global router reports a total usage of 0.0509.
- The DRC violation count after routing is 0.
- The average wire per cell in the routed design reads 11.1 µm.
- The synthesized netlist occupies a cell area of 0.00165 mm².
- The final max-slew violation count reads 0.
- The fraction of registers with async set or reset after synthesis is 0.750.
- The relative max-transition margin is 0.606.
logic make-up after synthesis:
kind of cell,count (synthesis)
simple gates,72
flops,32
fa+ha+maj,2
compound gates,33
buf+inv,17
mux,5
metrics by stage:
stage,utilization,hold WS [ns],setup slack (ns),instance area [µm²]
6_report,0.225,0.505,1.56,1970
4_1_cts,0.225,0.513,1.52,1970
3_3_place_gp,0.213,0.491,1.51,1870
3_5_place_dp,0.213,0.491,1.50,1870
5_1_grt,0.225,0.525,1.28,1970
2_1_floorplan,-,0.426,1.81,1650
cell type report:
class | instances | area [µm²]
multi-input combinational | 112 | 728
clock buffer | 6 | 72.6
sequential | 32 | 842
timing repair buffer | 14 | 135
fill | 938 | 6790
clock inverter | 2 | 35.0
tap | 108 | 135
inverter | 7 | 26.3
power by group:
part           internal [mW]  switching [mW]  total, mW
combinational         0.0110         0.00689     0.0179
sequential             0.353        0.000377      0.353
clock                  0.194           0.123      0.317
total                  0.558           0.130      0.688
layer usage:
metal | track usage | wire [µm] | up-vias
met5 | 0 | 0 | -
met4 | 0.00413 | 8 | 0
met3 | 0.0195 | 234 | 2
met2 | 0.0653 | 1270 | 26
met1 | 0.0815 | 1610 | 561
li1 | - | - | 616
critical path: stages (launching register included):
cell and delay, ns:
sky130_fd_sc_hd__dfrtp_1 0.42, sky130_fd_sc_hd__a2111oi_2 0.41, sky130_fd_sc_hd__o21ai_1 0.17, sky130_fd_sc_hd__a21oi_4 0.50, sky130_fd_sc_hd__nand3b_1 0.31, sky130_fd_sc_hd__o311ai_1 0.33
cell usage after synthesis, drive strengths merged (3+ instances only):
| master | number | area, µm² |
|---|---|---|
| o21ai | 10 | 50.1 |
| edfxtp | 8 | 240 |
| clkbuf | 8 | 31.3 |
| nor2 | 9 | 33.8 |
| dfrtp | 23 | 576 |
| nor3 | 3 | 15.0 |
| and2 | 6 | 38.8 |
| mux2i | 3 | 30.0 |
| nand3 | 12 | 60.1 |
| nand4 | 6 | 37.5 |
| or2 | 3 | 18.8 |
| a21oi | 3 | 26.3 |
| o311ai | 4 | 42.6 |
| inv | 7 | 26.3 |
| nand2 | 22 | 85.1 |
worst min-delay path by stage:
stage,from,cells past startpoint,to
4_1_cts,tx,2,tx
5_1_grt,clk_count[15],1,clk_count[15]
6_report,tx_busy,1,tx_busy
placed cells by master (no fill, tap or decap), types with 3 or more instances in the layout:
cell type	count
sky130_fd_sc_hd__nor3_1	3
sky130_fd_sc_hd__nand2_1	21
sky130_fd_sc_hd__dfrtp_1	23
sky130_fd_sc_hd__nor2_1	9
sky130_fd_sc_hd__edfxtp_1	8
sky130_fd_sc_hd__inv_1	7
sky130_fd_sc_hd__o21ai_1	6
sky130_fd_sc_hd__nand3_1	12
sky130_fd_sc_hd__nand4_1	6
sky130_fd_sc_hd__clkdlybuf4s50_1	12
sky130_fd_sc_hd__and2_1	5
sky130_fd_sc_hd__or2_2	3
sky130_fd_sc_hd__mux2i_1	3
sky130_fd_sc_hd__o21ai_0	4
sky130_fd_sc_hd__o311ai_1	3
sky130_fd_sc_hd__clkbuf_8	5
Power is estimated from default activity; no workload was simulated.
