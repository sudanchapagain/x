==> ./design.v <==
module alu (
    input [7:0] a,
    input [7:0] b,
    input [2:0] op,
    output reg [7:0] result,
    output zero,
    output reg carry
);
  always @(*) begin
    carry = 0;
    case (op)
      3'b000:  {carry, result} = a + b;
      3'b001:  {carry, result} = a - b;
      3'b010:  result = a & b;
      3'b011:  result = a | b;
      3'b100:  result = a ^ b;
      default: result = 8'b00000000;
    endcase
  end
  assign zero = (result == 8'b00000000);
endmodule
module control (
    input clk,
    input rst,
    input [7:0] instr,
    input zero_flag,
    input carry_flag,
    output reg [2:0] alu_op,
    output reg [1:0] reg_sel,   
    output reg reg_write,   
    output reg [1:0] data_src,   
    output reg pc_load,
    output reg pc_inc,
    output reg mem_write,
    output reg mem_read,
    output reg [2:0] state   
);
  localparam [2:0] FETCH = 3'b000;
  localparam [2:0] DECODE = 3'b001;
  localparam [2:0] EXECUTE = 3'b010;
  localparam [2:0] WRITEBACK = 3'b011;
  localparam [2:0] HALT = 3'b100;
  localparam [2:0] OPERAND = 3'b101;
  wire [3:0] instr_type = instr[7:4];
  wire [3:0] instr_code = instr[3:0];
  always @(posedge clk) begin
    if (rst) begin
      state <= FETCH;
      alu_op <= 3'b000;
      reg_write <= 1'b0;
      pc_inc <= 1'b0;
      pc_load <= 1'b0;
      mem_write <= 1'b0;
      mem_read <= 1'b0;
    end else begin
      case (state)
        FETCH: begin
          pc_inc <= 1'b1;   
          state  <= DECODE;   
        end
        DECODE: begin
          pc_inc <= 1'b0;   
          if (instr == 8'hFF) begin   
            state <= HALT;
          end else if (instr_type == 4'h0) begin  
            case (instr_code)
              4'h0: alu_op <= 3'b000;   
              4'h1: alu_op <= 3'b001;   
              4'h2: alu_op <= 3'b010;   
              4'h3: alu_op <= 3'b011;   
              4'h4: alu_op <= 3'b100;   
            endcase
            reg_sel <= 2'b00;   
            data_src <= 2'b00;   
            state <= EXECUTE;
          end else if (instr_type == 4'h1) begin   
            case (instr_code)
              4'h0: begin   
                reg_sel <= 2'b00;   
                data_src <= 2'b11;   
                state <= EXECUTE;
              end
              4'h1: begin   
                reg_sel <= 2'b01;   
                data_src <= 2'b11;   
                state <= EXECUTE;
              end
              4'h2: begin   
                reg_sel <= 2'b00;   
                data_src <= 2'b01;   
                pc_inc <= 1'b1;   
                state <= OPERAND;
              end
              4'h3: begin   
                reg_sel <= 2'b01;   
                data_src <= 2'b01;
                pc_inc <= 1'b1;
                state <= OPERAND;
              end
            endcase
          end else if (instr_type == 4'h2) begin   
            case (instr_code)
              4'h0: begin   
                reg_sel <= 2'b00;   
                data_src <= 2'b10;   
                mem_read <= 1'b1;
                state <= EXECUTE;
              end
              4'h1: begin   
                pc_inc <= 1'b1;
                state  <= OPERAND;
              end
            endcase
          end else if (instr_type == 4'h3) begin   
            case (instr_code)
              4'h0: begin   
                pc_load <= 1'b1;   
                state   <= FETCH;   
              end
              4'h1: begin   
                if (zero_flag) pc_load <= 1'b1;   
                state <= FETCH;
              end
              4'h2: begin   
                if (!zero_flag) pc_load <= 1'b1;   
                state <= FETCH;
              end
            endcase
          end else begin   
            state <= FETCH;
          end
        end
        OPERAND: begin
          pc_inc <= 1'b0;
          state  <= EXECUTE;
        end
        EXECUTE: begin
          pc_inc   <= 1'b0;
          mem_read <= 1'b0;
          pc_load  <= 1'b0;
          if (instr_type == 4'h2 && instr_code == 4'h1) begin
            mem_write <= 1'b1;
            reg_write <= 1'b0;
          end else begin
            mem_write <= 1'b0;
            reg_write <= 1'b1;
          end
          state <= WRITEBACK;
        end
        WRITEBACK: begin
          reg_write <= 1'b0;
          mem_write <= 1'b0;
          state <= FETCH;
        end
        HALT: begin
        end
        default: state <= FETCH;
      endcase
    end
  end
endmodule
module cpu (
    input clk,
    input rst,
    input [7:0] mem_data_in,   
    output [7:0] mem_addr,   
    output [7:0] mem_data_out,   
    output mem_write,
    output mem_read
);
  wire [7:0] pc_addr;   
  wire [7:0] reg_a, reg_b;
  wire zero_flag, carry_flag;
  wire [2:0] alu_op;
  wire [1:0] reg_sel, data_src;
  wire reg_write;
  wire pc_load, pc_inc;
  wire [2:0] state;
  wire [7:0] alu_result;
  wire alu_zero, alu_carry;
  wire flag_update;
  wire [7:0] write_data;
  reg [7:0] ir;
  reg [7:0] addr_reg;   
  wire [3:0] instr_type = ir[7:4];
  wire [3:0] instr_code = ir[3:0];
  wire needs_operand = (instr_type == 4'h2) ||   
  (instr_type == 4'h3) ||   
  (instr_type == 4'h1 && (instr_code == 4'h2 || instr_code == 4'h3));
  pc pc_inst (
      .clk(clk),
      .rst(rst),
      .load_addr(addr_reg),   
      .load_en(pc_load),
      .inc_en(pc_inc),
      .addr(pc_addr)
  );
  registers reg_file (
      .clk(clk),
      .rst(rst),
      .data_in(write_data),
      .reg_sel(reg_sel),
      .write_en(reg_write),
      .reg_a(reg_a),
      .reg_b(reg_b),
      .zero_flag(zero_flag),
      .carry_flag(carry_flag),
      .zero_in(alu_zero),
      .carry_in(alu_carry),
      .flag_update(flag_update)
  );
  alu alu_inst (
      .a(reg_a),
      .b(reg_b),
      .op(alu_op),
      .result(alu_result),
      .zero(alu_zero),
      .carry(alu_carry)
  );
  control ctrl_inst (
      .clk(clk),
      .rst(rst),
      .instr(ir),
      .zero_flag(zero_flag),
      .carry_flag(carry_flag),
      .alu_op(alu_op),
      .reg_sel(reg_sel),
      .reg_write(reg_write),
      .data_src(data_src),
      .pc_load(pc_load),
      .pc_inc(pc_inc),
      .mem_write(mem_write),
      .mem_read(mem_read),
      .state(state)
  );
  assign mem_addr = (mem_read || mem_write) ? addr_reg : pc_addr;
  always @(posedge clk) begin
    if (rst) begin
      ir <= 8'b0;
      addr_reg <= 8'b0;
    end else if (state == 3'b000) begin   
      ir <= mem_data_in;
    end else if (state == 3'b101) begin
      addr_reg <= mem_data_in;
    end
  end
  assign write_data = (data_src == 2'b00) ? alu_result :
    (data_src == 2'b01) ? addr_reg :
    (data_src == 2'b10) ? mem_data_in :
    (data_src == 2'b11) ? ((reg_sel == 2'b00) ? reg_b : reg_a) :
    8'b0;
  assign flag_update = (state == 3'b010);   
  assign mem_data_out = reg_a;
endmodule
module pc (
    input clk,
    input rst,
    input [7:0] load_addr,
    input load_en,
    input inc_en,
    output reg [7:0] addr
);
  always @(posedge clk) begin
    if (rst) begin
      addr <= 8'b0;   
    end else if (load_en) begin   
      addr <= load_addr;
    end else if (inc_en) begin   
      addr <= addr + 1;
    end
  end
endmodule
module registers (
    input clk,
    input rst,
    input [7:0] data_in,
    input [1:0] reg_sel,   
    input write_en,
    output reg [7:0] reg_a,
    output reg [7:0] reg_b,
    output reg zero_flag,
    output reg carry_flag,
    input zero_in,
    input carry_in,
    input flag_update
);
  always @(posedge clk) begin
    if (rst) begin
      reg_a <= 8'b0;
      reg_b <= 8'b0;
      zero_flag <= 1'b0;
      carry_flag <= 1'b0;
    end else begin
      if (flag_update) begin
        zero_flag  <= zero_in;
        carry_flag <= carry_in;
      end
      if (write_en) begin
        case (reg_sel)
          2'b00:   reg_a <= data_in;
          2'b01:   reg_b <= data_in;
          default: ;
        endcase
      end
    end
  end
endmodule
==> ./run.sh <==
#!/bin/bash
# OpenROAD 26Q1-2900-gdf79404cd8, Yosys 0.63+post, stock flow scripts
make -C /OpenROAD-flow-scripts/flow DESIGN_CONFIG=/design/flow/config.mk WORK_HOME=/design/flow/orfs finish
==> ./config.mk <==
export PLATFORM = sky130hd
export DESIGN_NAME = cpu
export DESIGN_NICKNAME = cpu
export VERILOG_FILES = /design/flow/design.v
export SDC_FILE = /design/flow/constraint.sdc
export NUM_CORES = 4
export LEC_CHECK = 1
export CORE_UTILIZATION = 40
==> ./constraint.sdc <==
current_design cpu

set clk_period 5.4
set clk_io_pct 0.2

create_clock -name clk0 -period $clk_period [get_ports {clk}]

set non_clock_inputs [all_inputs -no_clocks]
set_input_delay [expr $clk_period * $clk_io_pct] -clock clk0 $non_clock_inputs
set_output_delay [expr $clk_period * $clk_io_pct] -clock clk0 [all_outputs]
==> impl_metrics.toml <==
# yosys + openroad results
[die]
initial_core_util_pct = 41.3
core_area_um2 = 9200
dieArea_um2 = 9880
fp.dieH_um = 99.4
rows = 35
fp.dieW_um = 99.4
ioPinCount = 28

[clock_tree]
cts_buffer_depth = 2
clk_pin_slew_ns = 0.07
cts.sinks = 62
cts_max_level = 3
worstSkewPairLatency_ns = 0.33
post-cts-setup-buffer-count = 0
cts_tree = "yes"
cts-resized-gates = 0
cts_buffers = 9
cts_hold_buf = 0
clock_tree.root_cell = "clkbuf_8"

[timing]
setup_tns_ns = 0
finalSetupViolCount = 0
max_clock_freq_mhz = 322
worst_pin_slew_ns = 0.688
fin_crit_ns = 3.10
slew_headroom_pct = 54.0
slew_viol_final = 0
clock_skew_ns = 0.00848
fin_crit_sh_pct = 57.5
hold_viol_final = 0
rsz0062_at_grt = "false"

[power]
powerDensity_nw_per_um2 = 279
max-vdd-ir-drop_mv = 0.214
power.leakage_nw = 1.73

[yosys]
synth_cell_types = 57
ys_cells = 466
largest_area_cell = "dfxtp_1"
top_area_share_pct = 32.7
synthTopCellsByArea = "dfxtp_1, ha_1, nor2_1, mux2i_1, a21oi_1"
synth_flop_count = 62
ys_seq_share_pct = 32.7
edf_count = 0
synth_warnings = 5
postSynthCellCount = 466
synth_top_flop_cell = "dfxtp_1"
synth_area_um2 = 3800
synth.avg_cell_area_um2 = 8.15
async_reset_ff_share_pct = 0
yosys_area_um2 = 3800

[layout]
regArea_um2 = 1240
comb_area_um2 = 2290
drive_above_1_share_pct = 7.87
stdcell_count = 594
fill_cells = 904
syn2layout_area_growth_pct = 13.7

[placed_design]
dp.cells = 578
gp_congestion = 0.913
io_buffers = 27
dp_hpwl_um = 6820

[routing]
routed_wirelength_um = 9060
diodes = 0
drtIter0Drc = 189
postRouteAntennaNets = 0
via_per_inst = 5.43
vias = 3226
drc = 0
wire_per_inst_um = 15.3
dr.pass1.iters = 5

[setup_path]
slowest_stage = "or4_1"
path_max_fanout = 41
cp_top_family = "buffers and inverters"
crit_top_cell = "or4_1"
startpoint_type = "input pin"
required_ns = 5.65
end_kind = "flop"
cp_cell_sequence = "clkdlybuf4s50_1 > buf_4 > inv_1 > nand2_2 > or4_1 > or4_1 > o31ai_2"
critPathArrivalTime_ns = 3.35
slowest_delay_ns = 0.50
crit_type = "input pin to flop"
crit_buf_inv = 3

[run]
warnings = 34
cap_violations = 0

[grt]
grtUsageTotal_pct = 20.1
grt_pass1_wl_um = 15400
grt_start_max_net_pins = 42
grt-ovfl-total = 0
grt_pass1_vias = 2987
antenna_found_initial = 0

[hold_path]
hold_class = "flop to flop"

[status]
outcome = "finished, final reports clean"
-- final cells by class --
cell class	instances	area share, %
repair buffers	29	6.61
well taps	111	3.22
clock inverters	7	2.61
inverters	34	2.96
flip-flops and latches	62	28.8
clock buffers	9	2.87
multi-input cells	342	53.0
-- synth_stat cells, types with 2 or more instances --
cell and count:
a211oi_1 12, a21boi_1 4, a21o_1 2, a21oi_1 26, a221oi_1 7, a222oi_1 7, a31oi_1 4, a32o_1 2
and2_1 3, and3_1 2, buf_6 3, clkbuf_1 23, dfxtp_1 62, ha_1 25, inv_1 34, mux2_2 10
mux2i_1 24, nand2_1 30, nand2b_1 4, nand3_1 5, nand3b_1 2, nand4_1 3, nor2_1 68, nor2b_1 9
nor3_1 19, o21ai_0 15, o21ai_1 9, o31ai_1 7, or2_1 2, or3_1 2, or4_1 2, xnor2_1 10
xor2_1 5
-- worst reg2reg max path, cell delays in order, from the launching register on --
cell and delay [ns]:
dfxtp_1 0.43, inv_1 0.10, ha_1 0.24, a31oi_1 0.20, xnor2_1 0.09, ha_1 0.33
nand2_1 0.07, a211oi_1 0.36, o32a_1 0.27, nor3_1 0.07, or3b_2 0.51, o31ai_2 0.25
-- layout by cell type (no fill, tap or decap), drive strengths merged, types with 4 or more instances in the layout --
| cell type | count |
|---|---|
| a21oi | 26 |
| a221oi | 7 |
| xnor2 | 10 |
| nand3 | 5 |
| xor2 | 5 |
| o21ai | 25 |
| ha | 25 |
| clkdlybuf4s50 | 27 |
| clkbuf | 9 |
| a222oi | 7 |
| o31ai | 8 |
| nor2 | 68 |
| nand2b | 4 |
| a211oi | 12 |
| inv | 34 |
| dfxtp | 62 |
| a21boi | 5 |
| nand2 | 31 |
| mux2 | 10 |
| a31oi | 4 |
| nor2b | 9 |
| nor3 | 19 |
| mux2i | 24 |
-- metrics by stage --
stage	instance area [µm²]	power (mW)	util, %	hold slack, ns	worst slack (ns)
after floorplan	3800	0.678	-	0.399	2.66
after global placement	4080	0.736	44.4	0.433	2.00
after detailed placement	4080	0.737	44.4	0.438	1.95
after CTS	4320	1.22	46.9	0.447	2.27
after global routing	4320	1.27	46.9	0.460	2.08
final	4320	1.21	46.9	0.446	2.30
-- routing by layer --
layer | wire (µm) | vias up | part of all wire [%] | track usage, %
met4 | 184 | 0 | 2.0 | 4.64
met5 | 0 | - | 0 | 0
met3 | 380 | 13 | 4.2 | 2.00
met1 | 4700 | 1462 | 52 | 33.3
met2 | 3800 | 81 | 42 | 28.8
li1 | - | 1670 | - | -
-- power by group --
part	switching, mW	internal [mW]	leakage, nW
clock	0.174	0.304	0.119
combinational	0.0951	0.0892	1.11
sequential	0.0619	0.482	0.504
-- worst paths after layout --
path | end | start | cells after the start | slack [ns]
max reg2reg | reg_file.zero_flag | reg_file.reg_b[0] | 11 | 2.40
max | reg_file.zero_flag | rst | 7 | 2.30
min | ctrl_inst.reg_sel[1] | ctrl_inst.reg_sel[1] | 2 | 0.45
min reg2reg | ctrl_inst.reg_sel[1] | ctrl_inst.reg_sel[1] | 2 | 0.45
-- cell families (layout without fill, tap and decap cells) --
group / after synthesis / count (layout) / share of synthesized area [%]
DFF: 62 / 62 / 32.7
xor gates and xnor gates: 15 / 15 / 3.46
muxes: 34 / 34 / 9.29
AOI/OAI and AO/OA: 112 / 112 / 20.2
and+or+nand+nor: 155 / 155 / 18.5
buffers and inverters: 62 / 79 / 7.05
adders and majority gates: 26 / 26 / 8.77
Power figures rest on the tool's default switching activity, not on a simulated workload.
